[flow/run.sh]
#!/bin/bash
# OpenROAD 26Q1-2900-gdf79404cd8, Yosys 0.63+post, stock flow scripts
make -C /OpenROAD-flow-scripts/flow DESIGN_CONFIG=/design/flow/config.mk WORK_HOME=/design/flow/orfs finish
[flow/config.mk]
export PLATFORM = sky130hd
export DESIGN_NAME = hex_decoder
export DESIGN_NICKNAME = hex_decoder
export VERILOG_FILES = /design/flow/design.v
export SDC_FILE = /design/flow/constraint.sdc
export NUM_CORES = 4
export LEC_CHECK = 1
export CORE_AREA = 10 10 70 70
export DIE_AREA = 0 0 80 80
[flow/constraint.sdc]
current_design hex_decoder

set clk_period 1.0
set clk_io_pct 0.2

create_clock -name clk0 -period $clk_period

set non_clock_inputs [all_inputs -no_clocks]
set_input_delay [expr $clk_period * $clk_io_pct] -clock clk0 $non_clock_inputs
set_output_delay [expr $clk_period * $clk_io_pct] -clock clk0 [all_outputs]
[flow/design.v]
`timescale 1ns / 1ns  
module hex_decoder(input logic [3:0] c, output logic [6:0] display);
    assign display[0] = ~((c[3] | c[2] | c[1] | ~c[0]) & (c[3] | ~c[2] | c[1] | c[0]) & (~c[3] | c[2] | ~c[1] | ~c[0]) & (~c[3] | ~c[2] | c[1] | ~c[0]));
    assign display[1] = ~((c[3] | ~c[2] | c[1] | ~c[0]) & (c[3] | ~c[2] | ~c[1] | c[0]) & (~c[3] | c[2] | ~c[1] | ~c[0]) & (~c[3] | ~c[2] | c[1] | c[0]) & (~c[3] | ~c[2] | ~c[1] | c[0]) & (~c[3] | ~c[2] | ~c[1] | ~c[0]));
    assign display[2] = ~((c[3] | c[2] | ~c[1] | c[0]) & (~c[3] | ~c[2] | c[1] | c[0]) & (~c[3] | ~c[2] | ~c[1] | c[0]) & (~c[3] | ~c[2] | ~c[1] | ~c[0]));
    assign display[3] = ~((c[3] | c[2] | c[1] | ~c[0]) & (c[3] | ~c[2] | c[1] | c[0]) & (c[3] | ~c[2] | ~c[1] | ~c[0]) & (~c[3] | c[2] | ~c[1] | c[0]) & (~c[3] | ~c[2] | ~c[1] | ~c[0]));
    assign display[4] = ~((c[3] | c[2] | c[1] | ~c[0]) & (c[3] | c[2] | ~c[1] | ~c[0]) & (c[3] | ~c[2] | c[1] | c[0]) & (c[3] | ~c[2] | c[1] | ~c[0]) & (c[3] | ~c[2] | ~c[1] | ~c[0]) & (~c[3] | c[2] | c[1] | ~c[0]));
    assign display[5] = ~((c[3] | c[2] | c[1] | ~c[0]) & (c[3] | c[2] | ~c[1] | c[0]) & (c[3] | c[2] | ~c[1] | ~c[0]) & (c[3] | ~c[2] | ~c[1] | ~c[0]) & (~c[3] | ~c[2] | c[1] | ~c[0]));
    assign display[6] = ~((c[3] | c[2] | c[1] | c[0]) & (c[3] | c[2] | c[1] | ~c[0]) & (c[3] | ~c[2] | ~c[1] | ~c[0]) & (~c[3] | ~c[2] | c[1] | c[0]));
endmodule
==> summary.txt <==
yosys + openroad results -> outcome finished with violations, failing checks negative setup slack, Fin. Hold Viols 0, Post-Synthesis Cells 31, Max VDD drop 0.0611 mV, Rel. slew slack 85.5%, Post-Route Utilization 13.7%, I/O Pins 11, Setup Buffers After CTS 0, routability cong. 0.709, crit path from c[3], initial antenna violation count 0, Final Worst Setup Slack -249 ps, total number of yosys warnings 0, share of cells above drive strength 1 58.0%, Initial Util 6.85%, WL final 768 um, Placement Rows 21, diode count 0, crit-path cells buf_8 > or4b_1 > o211ai_1 > buf_2, Overall Global Routing Usage 2.19%, max incr delay on CP 520 ps, Critical Path Sink Type output port, Leak 0.192 nW, FFs & Latches 0, fmax 0.801 GHz, layout clock buffer count 0, Worst EP required 800 ps, Iteration-0 DRC Markers 2, CP Max Fanout 7, Post-Route Setup TNS -1540 ps, Tightest Pin Transition 214 ps, Logic area 226 um2, Max-Cap Viols 0, Hold Crit Start c[0], hold_ws 731 ps, Layout area overhead 101%, Slowest cell on crit path or4b_1, Via density 3.30, worst path bufs/invs 2, critical path class input pin to output port, Avg Cell Area, Syn 7.55 um2, total number of vias 317, PD cells 354 nW/um2, Tightest Hold Check Type input pin to output port, Final Critical Period 1250 ps, largest net degree at the start of global routing 12, 1st-pass router iterations 4, vias in the first global route 257, Critical Path AT 1050 ps, first-pass GRT wire length 1.21 mm, pre-CTS setup slack -1160 ps, Antenna Violating Nets Remaining 0, Reg area 0 um2, Buffers on Ports 11, Cell variety after synth 22, Horiz. Die Dim 80 um, Die Y 80 um, tool warning count 34, design area 469 um2, post-layout period usage 125%, die area 6400 um2, Yosys Chip Area 234 um2, Fillers 396, CP startpoint kind input pin, DP HPWL 624 um, sequential-to-total area share from yosys stat 0%, grt ovf 0, Mapped Area 234 um2, core area 3420 um2, final setup violation count 7, cell count in the Yosys report 31, fin. max-slew vios 0, family with the most delay on the worst path simple AND/OR/NAND/NOR gates, RSZ-0062 raised after global routing yes, drt drc 0, Routed WL per cell 8.00 um, Post-DP Area 469 um2, cts hold-fix bufs 0
## layout make-up
type / count / share of cell area (%)
Multi-Input combinational cell: 26 / 48.3
Tap cell: 46 / 12.3
Inverter: 1 / 0.800
Timing Repair Buffer: 23 / 38.7
## layer usage
layer | vias to the layer above | part of all wire, % | track usage (%)
met2 | 7 | 42 | 3.29
met5 | - | 0 | 0
met4 | 0 | 0 | 0
li1 | 165 | - | -
met1 | 145 | 56 | 3.56
met3 | 0 | 1.8 | 0
## layout by cell type (no fill, tap or decap), types with 2 or more instances in the layout
cell type  instances
o21ai_1            2
buf_2              6
or4b_4             2
nand3_1            2
buf_6              2
buf_4             12
buf_8              2
nand4b_1           3
## per-stage QoR
step,instances,total power [mW]
2_1_floorplan,31,0.0642
3_3_place_gp,96,0.172
3_5_place_dp,96,0.176
4_1_cts,96,0.158
5_1_grt,96,0.185
6_report,96,0.166
## cells in the mapped netlist
master	instances	share of area (%)
a21boi_1	1	3.2
a22oi_1	1	3.2
or3_1	1	2.7
o21ai_1	2	4.3
nand2b_1	1	2.7
o211ai_1	1	3.2
xor2_1	1	3.7
o211ai_2	1	5.3
or4b_4	1	5.9
inv_2	1	1.6
nand4_1	1	2.7
buf_4	1	3.2
buf_2	3	6.4
and2b_1	1	3.2
nand2_1	1	1.6
nand4b_1	3	11
o21a_1	1	3.2
or3b_1	2	7.5
nand4bb_1	1	4.8
or4b_1	2	8.6
o311ai_1	2	7.5
nand3_1	2	4.3
## report_power, final
group          total, mW  switching [mW]  leakage, nW  internal [mW]
clock                  0               0            0              0
combinational      0.166          0.0644        0.192          0.102
sequential             0               0            0              0
## path summary, 6_finish.rpt
kind / endpoint / slack, ps / cells after the start
min: display[3] / 730 / 4
max: display[2] / -250 / 4
## repair_timing
action	in CTS	in global routing
resized	45	5
setup endpoints to repair	7	7
pin swaps	7	4
## logic make-up (layout without fill, tap and decap cells)
kind of cell	after synthesis	in the layout	synth area share [%]
and+or+nand+nor	16	16	55.1
AOI/OAI and AO/OA	9	9	30.0
buffers and inverters	5	24	11.2
xor gates and xnor gates	1	1	3.74
Power is estimated from default activity; no workload was simulated.
