File: flow/run.sh
#!/bin/bash
# OpenROAD 26Q1-2900-gdf79404cd8, Yosys 0.63+post, stock flow scripts
make -C /OpenROAD-flow-scripts/flow DESIGN_CONFIG=/design/flow/config.mk WORK_HOME=/design/flow/orfs finish
File: flow/config.mk
export PLATFORM = sky130hd
export DESIGN_NAME = part1
export DESIGN_NICKNAME = part1
export VERILOG_FILES = /design/flow/design.v
export SDC_FILE = /design/flow/constraint.sdc
export NUM_CORES = 4
export LEC_CHECK = 1
export CORE_AREA = 10 10 70 70
export DIE_AREA = 0 0 80 80
File: flow/constraint.sdc
current_design part1

set clk_period 3.0
set clk_io_pct 0.2

create_clock -name clk0 -period $clk_period

set non_clock_inputs [all_inputs -no_clocks]
set_input_delay [expr $clk_period * $clk_io_pct] -clock clk0 $non_clock_inputs
set_output_delay [expr $clk_period * $clk_io_pct] -clock clk0 [all_outputs]
File: flow/design.v
module FA(input logic a, b, input logic c_in, output logic s, c_out);
    assign c_out = a&b | b&c_in | a&c_in;
    assign s = a ^ b ^ c_in;
endmodule
module part1(input logic [3:0] a, b, input logic c_in, output logic [3:0] s, c_out);
    FA u0(a[0], b[0], c_in, s[0], c_out[0]);
    FA u1(a[1], b[1], c_out[0], s[1], c_out[1]);
    FA u2(a[2], b[2], c_out[1], s[2], c_out[2]);
    FA u3(a[3], b[3], c_out[2], s[3], c_out[3]);
endmodule
==> summary.txt <==
Numbers from the implementation run.

The run finished with clean final reports. The estimated wirelength of the detail-placed design is 450 µm. The report counts max-capacitance violations totalling 0. Per the post-synthesis report, the number of cells in the design is 22.

The power report attributes to the clock group a share of 0. The cell count in the Yosys report is 22. Once detail routing completed, the nets flagged for antenna violations numbered 0.

The cell taking the most area after synthesis is sky130_fd_sc_hd__fa_1. The routed wire length is 555 µm. The via density per instance is 2.14. Of the post-synthesis cell area, the dominant cell type holds 0.451. The largest net degree at the start of global routing is 3.

The average cell area after synthesis is 8.08 µm². Antenna repair during routing inserted a diode count of 0. The final timing report lists a hold violation count of 0. Across all layers, the routed design uses 188 vias. The first global-routing pass estimated 855 µm of wire. The power density over the cells is 157 nW/µm². The share of the core filled with cells is 0.127. The flip-flop and latch area is 0 µm². The worst path required time is 2.40 ns. The starting utilization of the core area is 0.0520.

The final setup violation count is 0. The critical path maximum fanout is 2. After clock tree synthesis, the flow added hold-fix buffers numbering 0. Overall routing resource usage recorded by global route was 0.0160. STA classifies the critical path endpoint as a primary output.

The y dimension of the die is 80 µm. The worst setup path is launched from an input port. Per the final report, max-transition violations number 0.

Of the total power, the share spent switching nets is 0.280. The area added between synthesis and finish is 144%. Setup repair after global routing left no endpoint under its margin.

Input and output buffers added on the ports amount to 17. The synthesized cell area is 178 µm². The ratio of cells with drive above 1 in the final layout is 0.595. The clock buffers instantiated in the layout total 0. For this run the aggregate overflow at the end of global routing stands at 0. The floorplan core area is 3420 µm². The switching component of the power is 19.1 µW. The minimum setup slack after placement is -0.779 ns. The number of flip-flops and latches is 0.

The worst voltage drop across the vdd grid is 0.0405 mV. Across all checked pins, the minimum headroom to the slew limit is 0.937. The clock period could shrink to 2.91 ns. The final period utilization is 0.971.

After synthesis, the cell types taking the most area are sky130_fd_sc_hd__fa_1, sky130_fd_sc_hd__buf_4, sky130_fd_sc_hd__inv_1. The detailed-route wire length per cell is 6.31 µm. The worst setup path startpoint is a[0]. The leakage power is 0.205 nW.

The die width is 80 µm. The class of the tightest hold or removal check is in -> out. The final routed DRC violation total is 0. The number of warnings in the stage logs is 33. The finished cells cover 434 µm². The number of placement rows is 21.

In the log, the iteration count for the first detailed-route pass is 1. The count of boundary I/O pins is 17. The class of the most critical setup path is in -> out. The DRC marker count from the first detailed-route iteration is 0.

The synthesis warning total is 0. The internal portion of the total power is 49.2 µW. Post-synthesis, Yosys gives the total cell area as 178 µm².

Power comes to 68.3 µW. The overall die area is 6400 µm². The via count of the first global-routing pass came to 193.

The post-synthesis sequential area ratio is 0. The endpoint of the worst setup timing path is s[3]. The transition at the pin with the smallest max-transition slack is 0.0940 ns. The worst path meets setup with 0.0884 ns of slack. The share of total power dissipated in combinational logic is 1.000. The data arrival time of the critical path is 2.31 ns.

Counting distinct cell types in the post-synthesis netlist gives 3. The final weighted congestion in routability-driven placement is 0.778. The total cell area at the placement stage is 345 µm². The sequential power share is 0. The flow reports an fmax of 0.343 GHz. The initial antenna violation count was 0.
==> layout by cell type (no fill, tap or decap) <==
cell / instances
sky130_fd_sc_hd__clkdlybuf4s15_1: 1
sky130_fd_sc_hd__buf_6: 3
sky130_fd_sc_hd__dlygate4sd2_1: 4
sky130_fd_sc_hd__inv_4: 1
sky130_fd_sc_hd__buf_4: 11
sky130_fd_sc_hd__inv_1: 4
sky130_fd_sc_hd__fa_2: 4
sky130_fd_sc_hd__buf_2: 1
sky130_fd_sc_hd__clkdlybuf4s50_1: 8
sky130_fd_sc_hd__inv_2: 5
==> logic make-up (layout without fill, tap and decap cells) <==
kind of cell  count (synthesis)  count (layout)  synth area share
buf+inv                      18              38             0.549
fa+ha+maj                     4               4             0.451
==> worst min path at each step <==
stage	slack (ns)	depth (start not counted)	start	end
after CTS	1.95	5	c_in	s[0]
after global routing	1.98	5	c_in	s[0]
final	1.94	5	c_in	s[0]
==> power by group through the flow <==
stage                 Clock, mW  Combinational (mW)  Sequential (mW)
final                         0              0.0683                0
after CTS                     0              0.0678                0
after global routing          0              0.0788                0
==> synth_stat cells <==
master,number
sky130_fd_sc_hd__inv_1,10
sky130_fd_sc_hd__buf_4,8
sky130_fd_sc_hd__fa_1,4
==> final cells by class <==
class,count,area [µm²]
fillers,395,2980
inverters,10,40.0
multi-input cells,4,90.1
well taps,46,57.6
repair buffers,28,246
==> worst max-delay path, cell delays in order <==
cell                    delay [ns]
sky130_fd_sc_hd__buf_6        0.10
sky130_fd_sc_hd__inv_4        0.04
sky130_fd_sc_hd__fa_2         0.19
sky130_fd_sc_hd__inv_2        0.04
sky130_fd_sc_hd__fa_2         0.36
sky130_fd_sc_hd__fa_2         0.36
sky130_fd_sc_hd__inv_2        0.06
sky130_fd_sc_hd__fa_2         0.43
sky130_fd_sc_hd__inv_2        0.05
sky130_fd_sc_hd__buf_2        0.09
==> layer usage <==
layer | vias to the layer above | track usage | part of all wire
met3 | 0 | 0.0102 | 0.21
met2 | 16 | 0.0193 | 0.30
met4 | 0 | 0 | 0
li1 | 88 | - | -
met5 | - | 0 | 0
met1 | 84 | 0.0240 | 0.50
==> what timing repair did <==
action / 4_1_cts / 5_1_grt
pin swaps: 4 / 4
endpoints found under the setup margin: 5 / 2
cloned: 0 / 0
gates resized: 31 / 3
buffers inserted: 11 / 0
==> metrics by stage <==
stage	setup TNS, ns	hold slack (ns)	std cells
after floorplan	0	1.42	22
after global placement	-1.80	2.24	77
after detailed placement	-1.87	2.24	77
after CTS	-0.00140	1.95	88
after global routing	0	1.98	88
final	0	1.94	88
No activity file was given, so power comes from the tool's default toggle rates.
