## config.mk

```make
export PLATFORM = sky130hd
export DESIGN_NAME = part2_2
export DESIGN_NICKNAME = part2_2
export VERILOG_FILES = /design/flow/design.v
export SDC_FILE = /design/flow/constraint.sdc
export NUM_CORES = 4
export LEC_CHECK = 1
export CORE_UTILIZATION = 40
```

## constraint.sdc

```tcl
current_design part2_2

set clk_period 4.7
set clk_io_pct 0.2

create_clock -name clk0 -period $clk_period [get_ports {Clock}]

set non_clock_inputs [all_inputs -no_clocks]
set_input_delay [expr $clk_period * $clk_io_pct] -clock clk0 $non_clock_inputs
set_output_delay [expr $clk_period * $clk_io_pct] -clock clk0 [all_outputs]
```

## design.v

```verilog
module part2_2(
    input logic Clock,
    input logic Reset,
    input logic Go,
    input logic [7:0] DataIn,
    output logic [7:0] DataResult,
    output logic ResultValid
);
    logic ld_a, ld_b, ld_r;
    logic ld_alu_out;
    logic alu_select_a, alu_select_b;
    logic alu_op;
    control C0(
        .clk(Clock),
        .reset(Reset),
        .go(Go),
        .ld_alu_out(ld_alu_out),
        .ld_a(ld_a),
        .ld_b(ld_b),
        .ld_r(ld_r),
        .alu_select_a(alu_select_a),
        .alu_select_b(alu_select_b),
        .alu_op(alu_op),
        .result_valid(ResultValid)
    );
    datapath D0(
        .clk(Clock),
        .reset(Reset),
        .ld_alu_out(ld_alu_out),
        .ld_a(ld_a),
        .ld_b(ld_b),
        .ld_r(ld_r),
        .alu_select_a(alu_select_a),
        .alu_select_b(alu_select_b),
        .alu_op(alu_op),
        .data_in(DataIn),
        .data_result(DataResult)
    );
 endmodule
module control(
    input logic clk,
    input logic reset,
    input logic go,
    output logic ld_a, ld_b, ld_r,
    output logic ld_alu_out,
    output logic alu_select_a, alu_select_b,
    output logic alu_op,
    output logic result_valid
    );
    typedef enum logic [2:0]  { S_LOAD_A_RST    = 'd0,
                                S_LOAD_A        = 'd1,
                                S_LOAD_A_WAIT   = 'd2,
                                S_LOAD_B        = 'd3,
                                S_LOAD_B_WAIT   = 'd4,
                                S_CYCLE_0       = 'd5,
                                S_CYCLE_1       = 'd6} statetype;
    statetype current_state, next_state;                            
    always_comb begin
        case (current_state)
            S_LOAD_A_RST: next_state = go ? S_LOAD_A_WAIT : S_LOAD_A_RST;  
            S_LOAD_A: next_state = go ? S_LOAD_A_WAIT : S_LOAD_A;  
            S_LOAD_A_WAIT: next_state = go ? S_LOAD_A_WAIT : S_LOAD_B; 
            S_LOAD_B: next_state = go ? S_LOAD_B_WAIT : S_LOAD_B; 
            S_LOAD_B_WAIT: next_state = go ? S_LOAD_B_WAIT : S_CYCLE_0; 
            S_CYCLE_0: next_state = S_CYCLE_1;
            S_CYCLE_1: next_state = S_LOAD_A;  
            default:   next_state = S_LOAD_A_RST;
        endcase
    end  
    always_comb begin
        ld_alu_out = 1'b0;
        ld_a = 1'b0;
        ld_b = 1'b0;
        ld_r = 1'b0;
        alu_select_a = 1'b0;
        alu_select_b = 1'b0;
        alu_op       = 1'b0;
        result_valid = 1'b0;
        case (current_state)
            S_LOAD_A_RST: begin
                ld_a = 1'b1;
                end
            S_LOAD_A: begin
                ld_a = 1'b1;
                result_valid = 1'b1;
                end
            S_LOAD_B: begin
                ld_b = 1'b1;
                end
            S_CYCLE_0: begin  
                ld_alu_out = 1'b1; 
                ld_a = 1'b1;  
                alu_select_a = 1'b0;  
                alu_select_b = 1'b0;  
                alu_op = 1'b1;  
            end
            S_CYCLE_1: begin
                ld_r = 1'b1;  
                alu_select_a = 1'b0;  
                alu_select_b = 1'b1;  
                alu_op = 1'b0;  
            end
        endcase
    end  
    always_ff@(posedge clk) begin
        if(reset)
            current_state <= S_LOAD_A_RST;
        else
            current_state <= next_state;
    end  
endmodule
module datapath(
    input logic clk,
    input logic reset,
    input logic [7:0] data_in,
    input logic ld_alu_out,
    input logic ld_a, ld_b,
    input logic ld_r,
    input logic alu_op,
    input logic alu_select_a, alu_select_b,
    output logic [7:0] data_result
    );
    logic [7:0] a, b;
    logic [7:0] alu_out;
    logic [7:0] alu_a, alu_b;
    always_ff @(posedge clk) begin
        if(reset) begin
            a <= 8'b0;
            b <= 8'b0;
        end
        else begin
            if(ld_a) a <= ld_alu_out ? alu_out : data_in;  
            if(ld_b) b <= ld_alu_out ? alu_out : data_in; 
        end
    end
    always@(posedge clk) begin
        if(reset) begin
            data_result <= 8'b0;
        end
        else
            if(ld_r)
                data_result <= alu_out;
    end
    always_comb begin
        case (alu_select_a)
            1'd0: alu_a = a;
            1'd1: alu_a = b;
            default: alu_a = 8'b0;
        endcase
        case (alu_select_b)
            1'd0: alu_b = a;
            1'd1: alu_b = b;
            default: alu_b = 8'b0;
        endcase
    end
    always_comb begin : ALU
        case (alu_op)
            0: alu_out = alu_a + alu_b;  
            1: alu_out = alu_a * alu_b;  
            default: alu_out = 8'b0;
        endcase
    end
endmodule
```

## run.sh

```bash
#!/bin/bash
# OpenROAD 26Q1-2900-gdf79404cd8, Yosys 0.63+post, stock flow scripts
make -C /OpenROAD-flow-scripts/flow DESIGN_CONFIG=/design/flow/config.mk WORK_HOME=/design/flow/orfs finish
```

==> qor.txt <==
Reg2Reg Setup Slack - 0.41 ns
share of post-route cells with drive strength above 1 - 0.0921
gr ovfl total - 0
Most used DFF post-synth - dfxtp_1
gr usage total - 0.195
# clock sinks - 31
Hold Buf Count CTS - 0
first-pass GRT wire length - 9420 um
outcome - completed
TNS Setup - 0 ns
Layout area overhead - 16.4%
Vias/cell - 5.17
Reg clk slew, reported paths - 0.07 ns
io pins - 20
vias in the first global route - 1,918
Via Count - 2,016
Setup CP Type - reg -> reg
chip width - 80.8 um
latest clock arrival within the worst-skew pair - 0.28 ns
root buf cell - clkbuf_8
Max Cap Viol - 0
TritonCTS buffer count - 5
ys async rst share - 0
initial antenna violation count - 0
worst hold start - C0.current_state[1]
Crit path largest cell delay - 0.54 ns
yosys cell count - 290
DP Area - 2780 um2
I/O Buffers - 19
OpenROAD warnings - 25
Gate power share - 0.208
largest net degree at the start of global routing - 31
Top cells excl fill/tap - nand2_1 (37), inv_1 (35), dfxtp_1 (31)
crit path DRT - 4.91 ns
Worst Reg-to-Reg Cells - 14
Slew headroom - 0.544
diode count - 0
Leakage - 0.00125 uW
Max Freq - 233 MHz
global placement routability congestion - 0.958
crit path buf inv count - 3
Rows - 28
Resized Gates After CTS - 0
Gate Count Post-Synth - 290
Worst Tran Pin Value - 0.684 ns
fp util - 0.417
DRT antenna net count - 0
Setup crit end kind - flip-flop
Critical R2R Launch - C0.current_state[3]
P_int - 470 uW
CTS tree - built
post-CTS setup buffers - 0
RSZ-0062 raised after global routing - false
DR DRC count - 0
FF-to-FF End - D0.a[7]
Flop pwr share - 0.435
Avg WL per Cell - 14.1 um
Final Total Pwr - 656 uW
Critical Path, Cell by Cell - mux2_2 -> ha_1 -> inv_1 -> fa_1 -> inv_1 -> ha_1 -> fa_1 -> inv_1 -> fa_1 -> xor2_1 -> xnor2_1 -> xnor3_1 -> xnor3_1 -> a211oi_2
Yosys reg bits - 31
register share after synthesis - 0.250
# setup viols final - 0
# H-tree levels - 2
slowest CP cell - fa_1
Worst Path Max Fanout - 5
Mapped Area - 2480 um2
EDFF count, synth - 0
Distinct lib cells used - 43
delay-heaviest family, CP - adder cells
CP arrival - 4.50 ns
final WL - 5520 um
YS chip area - 2480 um2
worst clock skew - 0.00737 ns
Die H - 80.8 um
Psw - 186 uW
post-DP HPWL - 4190 um
pwr/cell area - 227 nW/um2
post-route cell area - 2890 um2
Hold Path End - C0.current_state[1]
hold path cells - 2
CP startpoint kind - flip-flop
Top cell excl fill/tap - nand2_1
Final Max Tran Viols - 0
syn avg cell area - 8.56 um2
Pre-Repair DR Iteration Count - 4
switching part of the total - 0.283
Final Hold Viols - 0
Die Area - 6520 um2
maximum VDD drop - 0.196 mV
clock buffer depth - 2
HP Class - reg -> reg
Iter 0 DRT Violations - 101
CP startpoint - C0.current_state[3]
clock network power share - 0.357
Synth Warn # - 2
final worst path period need - 4.29 ns
fin crit share - 0.912
core area - 5960 um2
cells in the mapped netlist (all sizes together) (5+ instances only):
cell type / n / area, um2
and2: 8 / 50.1
xor2: 7 / 61.3
buf: 6 / 30.0
mux2i: 7 / 70.1
a211oi: 6 / 50.1
nor3: 6 / 30.0
a311oi: 10 / 87.6
xnor2: 8 / 70.1
nor2: 23 / 86.3
mux2: 6 / 71.3
nor2b: 10 / 62.6
ha: 23 / 288
nand2: 38 / 145
clkbuf: 5 / 18.8
a21oi: 8 / 40.0
fa: 13 / 260
inv: 36 / 135
dfxtp: 31 / 621
o21ai: 8 / 40.0
worst max-delay path by stage:
stage | cells past startpoint | end
finish | 14 | D0.a[7]
global route | 15 | D0.b[7]
CTS | 15 | D0.b[7]
stage by stage:
step            util  hold slack [ns]  std cells  setup slack, ns
6_report       0.485            0.479        390            0.414
5_1_grt        0.485            0.486        390            0.185
4_1_cts        0.485            0.477        390            0.422
3_5_place_dp   0.467            0.463        382            0.425
3_3_place_gp   0.467            0.463        382            0.510
2_1_floorplan      -            0.439        290            0.416
logic make-up (layout without fill, tap and decap cells):
kind of cell    count (synthesis)  in the layout  synth area share
compound gates                 50             50             0.146
buf+inv                        47             72            0.0741
flops                          31             31             0.250
simple gates                   96             96             0.181
mux                            13             13            0.0570
fa+ha+maj                      36             36             0.221
xor+xnor                       17             17            0.0711
worst min-delay path, stage by stage, from the launching register on:
cell,delay [ns]
dfxtp_1,0.31
nor2_1,0.08
nor3_1,0.05
per-layer routing:
| layer | share of wire | wire length, um | track usage |
|---|---|---|---|
| met1 | 0.51 | 2830 | 0.318 |
| met2 | 0.43 | 2370 | 0.292 |
| met3 | 0.040 | 218 | 0.0228 |
| met4 | 0.018 | 101 | 0.0304 |
| met5 | 0 | 0 | 0 |
area by class of cell:
type	count	area, um2
clock buffers	7	96.3
clock inverters	1	7.51
fillers	580	3070
inverters	36	135
multi-input cells	212	1680
flip-flops and latches	31	621
well taps	75	93.8
repair buffers	28	258
registers in the layout, indices dropped and copies added (netlist names):
signal,flops
D0.a,8
D0.b,8
D0.data_result,8
C0.current_state,7
power groups by stage:
stage | registers, uW | clock network (uW) | logic [uW]
5_1_grt | 287 | 256 | 155
4_1_cts | 285 | 242 | 137
6_report | 285 | 234 | 136
Power and IR drop assume default switching activity.
